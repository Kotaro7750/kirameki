## flow/config.mk

```make
export PLATFORM = sky130hd
export DESIGN_NAME = uart
export DESIGN_NICKNAME = uart
export VERILOG_FILES = /design/flow/design.v
export SDC_FILE = /design/flow/constraint.sdc
export NUM_CORES = 4
export LEC_CHECK = 1
export CORE_AREA = 10 10 105 105
export DIE_AREA = 0 0 115 115
```

## flow/constraint.sdc

```tcl
current_design uart

set clk_period 4.4
set clk_io_pct 0.2

create_clock -name clk0 -period $clk_period [get_ports {sys_clk_i}]

set non_clock_inputs [all_inputs -no_clocks]
set_input_delay [expr $clk_period * $clk_io_pct] -clock clk0 $non_clock_inputs
set_output_delay [expr $clk_period * $clk_io_pct] -clock clk0 [all_outputs]
```

## flow/design.v

```verilog
package BasicTypes;
  localparam TRUE = 1'b1;
  localparam FALSE = 1'b0;
  localparam RESET = 1'b0;
  localparam INST_WIDTH = 32;
  typedef logic [INST_WIDTH - 1:0] Instruction;
  localparam ADDR_WIDTH = 32;
  typedef logic [ADDR_WIDTH - 1:0] PC;
  typedef logic [ADDR_WIDTH - 1:0] MemAddr;
  localparam REG_NUMBER = 32;
  localparam REG_ADDR_WIDTH = $clog2(REG_NUMBER);
  localparam ZERO_REG = 5'b0;
  typedef logic [REG_ADDR_WIDTH - 1:0] RegAddr;
  localparam DATA_WIDTH = 32;
  typedef logic [DATA_WIDTH - 1:0] BasicData;
  typedef enum logic [3:0] {
    ALU_ADD,
    ALU_SUB,
    ALU_SLT,
    ALU_SLTU,
    ALU_XOR,
    ALU_OR,
    ALU_AND,
    ALU_SLL,
    ALU_SRL,
    ALU_SRA,
    ALU_JUMP,
    ALU_NONE
  } ALUCode;
  typedef enum logic [1:0] {
    OP_TYPE_NONE = 2'd0,
    OP_TYPE_REG  = 2'd1,
    OP_TYPE_IMM  = 2'd2,
    OP_TYPE_PC   = 2'd3
  } ALUOpType;
  typedef enum logic [2:0] {
    MULDIV_MUL,
    MULDIV_MULH,
    MULDIV_MULHSU,
    MULDIV_MULHU,
    MULDIV_DIV,
    MULDIV_DIVU,
    MULDIV_REM,
    MULDIV_REMU
  } MulDivCode;
  typedef struct packed {
    ALUCode aluCode;
    ALUOpType aluOp1Type;
    ALUOpType aluOp2Type;
  } ALUCtrl;
  typedef struct packed {
    logic wEnable;
    RegAddr rdAddr;
    logic isForwardable;
    BasicData wData;
  } RDCtrl ;
  typedef enum logic [1:0]{
    BYPASS_NONE = 2'd0,
    BYPASS_EXEC = 2'd1,
    BYPASS_MEM = 2'd2
  } BypassCtrl;
endpackage
package ControllerTypes;
  typedef struct packed {
    logic stall;
    logic flush;
  } StageCtrl ;
endpackage
module uart(
   uart_tx,      
   uart_wr_i,    
   uart_dat_i,   
   sys_clk_i,    
   sys_rstn_i     
);
  input uart_wr_i;
  input [7:0] uart_dat_i;
  input sys_clk_i;
  input sys_rstn_i;
  output uart_tx;
  reg [3:0] bitcount;
  reg [8:0] shifter;
  reg uart_tx;
  wire uart_busy = |bitcount[3:1];
  wire sending = |bitcount;
  reg [28:0] d;
  wire [28:0] dInc = d[28] ? (115200) : (115200 - 100000000);
  wire [28:0] dNxt = d + dInc;
  always @(posedge sys_clk_i or negedge sys_rstn_i) begin
    if (!sys_rstn_i) begin
        d <= 29'b0;
    end else begin
        d <= dNxt;
    end
  end
  wire ser_clk = ~d[28];  
  always @(posedge sys_clk_i or negedge sys_rstn_i)
  begin
    if (!sys_rstn_i) begin
      uart_tx <= 1;
      bitcount <= 0;
      shifter <= 0;
    end else begin
      if (uart_wr_i & ~uart_busy) begin
        shifter <= { uart_dat_i[7:0], 1'h0 };
        bitcount <= (1 + 8 + 2);
      end
      if (sending & ser_clk) begin
        { shifter, uart_tx } <= { 1'h1, shifter };
        bitcount <= bitcount - 1;
      end
    end
  end
endmodule
```

## flow/run.sh

```bash
#!/bin/bash
# OpenROAD 26Q1-2900-gdf79404cd8, Yosys 0.63+post, stock flow scripts
make -C /OpenROAD-flow-scripts/flow DESIGN_CONFIG=/design/flow/config.mk WORK_HOME=/design/flow/orfs finish
```

==> flow_summary.ini <==
; physical design summary
[run_status]
outcome = finished, final reports clean

[power]
clockPowerShare_pct = 41.6
power.density_mw_per_mm2 = 373
p_leak_nw = 0.828
p_comb_share_pct = 10.0
switchingPower_w = 0.000177
p_sw_share_pct = 21.7
peakVddDrop_v = 0.000153
p_int_w = 0.000641
p_seq_share_pct = 48.3

[synth]
synthFlopType = dfrtp_1
ys_warn_count = 1
syn_area_mm2 = 0.00181
synthDistinctLibCells = 44
async_flop_share_pct = 100
synth_flops = 35
synth_cells = 164
yosys_cells = 164
edf_count = 0
yosysSeqAreaShare_pct = 48.3
post_synth.cell_area_avg_um2 = 11.1
ys_area_mm2 = 0.00181

[grt]
overflow = 0
grt_max_degree = 36
grt_pass1_wl_mm = 5.71
grt_antenna_before_repair = 0
grt_pass1_vias = 1258
grt.total_usage_pct = 5.01

[detailed_routing]
ant_nets = 0
drt-total-wl_mm = 3.19
via_per_inst = 4.21
wire_per_inst_um = 11.0
drc = 0
first_pass_iters = 4
diodes = 0
vias = 1221
drt_iter0_markers = 114

[final_timing]
rsz0062_at_grt = no
slew_viol_final = 0
fmax_ghz = 0.430
fin_skew_ns = 0.00379
finalCriticalPeriod_ns = 2.32
tns_ns = 0
finalClockPeriodUsage_pct = 52.8
hold_viol = 0
slew_headroom_pct = 70.5
whs_ns = 0.475
finalSetupViolCount = 0
worstMarginPinSlew_ns = 0.443

[worst_setup_path]
ff2ff_path_depth = 6
path_class = flip-flop to flip-flop
path_cells = inv_1 > ha_1 > fa_1 > a2111oi_2 > o221ai_1 > xnor2_1
critPathMaxFanout = 7
reg2reg_setup_slack_ns = 2.08
critPathMaxStageDelay_ns = 0.50
r2r_start = d[28]$_DFF_PN0_
startpoint_type = flip-flop
reg2reg_to = d[26]$_DFF_PN0_
worstSetupEndpointType = flip-flop
cp_slowest_cell = fa_1
crit_required_ns = 4.57
arrival_ns = 2.49

[cts]
cts-root-buf = clkbuf_8
cts_tree = yes
h-tree-depth = 2
cts_setup_buffers = 0
clock-sinks = 35
cts_resized = 0
clock_latency_ns = 0.28
clkTransAtPathRegs_ns = 0.07
numCtsBuffers = 5
hold_buffers = 0
clockBufferDepth = 2

[layout]
syn_to_final_growth_pct = 21.0
fin_util_pct = 25.0
layout-drive-gt1-share_pct = 9.34

[min_path]
hold_end = shifter[7]$_DFFE_PN0P_
hold-path-cell-count = 2
min_from = shifter[8]$_DFFE_PN0P_
min_path_type = flip-flop to flip-flop

[floorplan]
fp-utilization_pct = 20.7
rows = 34
core_area_mm2 = 0.00876
chipArea_mm2 = 0.0132
die_w_um = 115
io_pins = 12
die_y_um = 115

[place]
port_buffers = 11
globalplace.congestion = 0.829
hpwl_mm = 2.21

[run]
warnings = 26
maxCapViolations = 0
[power by group through the flow]
| stage | combinational (W) | clock, W | sequential [W] |
|---|---|---|---|
| CTS | 0.0000843 | 0.000353 | 0.000396 |
| global route | 0.0000994 | 0.000363 | 0.000404 |
| finish | 0.0000822 | 0.000340 | 0.000395 |
[synthesized netlist by cell type, types with 5 or more instances]
master	instances	area [µm²]
nor3_1	5	25.0
ha_1	9	113
xor2_1	9	78.8
nand2_1	15	56.3
dfrtp_1	34	851
inv_1	6	22.5
xnor2_1	8	70.1
mux2i_1	8	80.1
a21oi_1	6	30.0
o21ai_0	12	60.1
nor2_1	7	26.3
[cell usage in the layout, fill, tap and decap left out, drive strengths merged, types with 3 or more instances in the layout]
cell and instances:
xor2 9, inv 6, nor3 5, o21ai 12, nand3 3, ha 9, dfrtp 34, nor2 7
a21o 3, a21oi 6, mux2i 8, clkdlybuf4s50 11, clkbuf 6, xnor2 8, nand2 15, buf 3
nand4 3
[worst max path at each step]
stage	start	to	slack, ns	cells past startpoint
6_report	d[28]$_DFF_PN0_	d[26]$_DFF_PN0_	2.08	6
5_1_grt	d[28]$_DFF_PN0_	d[28]$_DFF_PN0_	1.92	6
4_1_cts	d[28]$_DFF_PN0_	d[28]$_DFF_PN0_	2.06	6
[cell type report]
class	count	area (µm²)
multi-input combinational	119	895
fill	906	6570
inverter	6	22.5
sequential	35	877
clock inverter	2	60.1
clock buffer	6	72.6
timing repair buffer	14	133
tap	108	135
[critical path, delay by kind of cell (launching register included)]
family	cells	cell delay, ns
buffers and inverters	1	0.17
AOI/OAI and AO/OA	2	0.68
adders and majority gates	2	0.75
DFF	1	0.44
xor gates and xnor gates	1	0.17
[stage by stage]
| step | area, µm² | setup slack, ns | total power, W | std cells |
|---|---|---|---|---|
| 5_1_grt | 2190 | 1.92 | 0.000867 | 290 |
| 2_1_floorplan | 1810 | 2.35 | 0.000455 | 164 |
| 4_1_cts | 2190 | 2.06 | 0.000833 | 290 |
| 6_report | 2190 | 2.08 | 0.000818 | 290 |
| 3_3_place_gp | 2060 | 2.16 | 0.000484 | 282 |
| 3_5_place_dp | 2060 | 2.11 | 0.000486 | 282 |
[kinds of logic (layout without fill, tap and decap cells)]
group | Yosys count | count (layout) | synth area share [%]
and+or+nand+nor | 44 | 44 | 13.0
AOI/OAI and AO/OA | 39 | 39 | 15.8
DFF | 35 | 35 | 48.3
xor gates and xnor gates | 17 | 17 | 8.21
adders and majority gates | 10 | 10 | 7.31
buffers and inverters | 10 | 28 | 2.34
muxes | 9 | 9 | 5.03
[metal layers]
metal  up-vias  share of wire (%)  GRT usage, %
li1        626                  -             -
met1       570                 51          6.90
met2        20                 41          7.55
met3         5                6.7          1.79
met4         0                1.3         0.908
met5         -                  0             0
[sequential cells by signal, indices dropped and copies added (netlist names)]
| signal | count |
|---|---|
| shifter | 9 |
| d | 21 |
| bitcount | 4 |
| uart_tx | 1 |
Power figures rest on the tool's default switching activity, not on a simulated workload.
