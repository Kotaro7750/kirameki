==> design/flow/design.v <==
package BasicTypes;
  localparam TRUE = 1'b1;
  localparam FALSE = 1'b0;
  localparam RESET = 1'b0;
  localparam INST_WIDTH = 32;
  typedef logic [INST_WIDTH - 1:0] Instruction;
  localparam ADDR_WIDTH = 32;
  typedef logic [ADDR_WIDTH - 1:0] PC;
  typedef logic [ADDR_WIDTH - 1:0] MemAddr;
  localparam REG_NUMBER = 32;
  localparam REG_ADDR_WIDTH = $clog2(REG_NUMBER);
  localparam ZERO_REG = 5'b0;
  typedef logic [REG_ADDR_WIDTH - 1:0] RegAddr;
  localparam DATA_WIDTH = 32;
  typedef logic [DATA_WIDTH - 1:0] BasicData;
  typedef enum logic [3:0] {
    ALU_ADD,
    ALU_SUB,
    ALU_SLT,
    ALU_SLTU,
    ALU_XOR,
    ALU_OR,
    ALU_AND,
    ALU_SLL,
    ALU_SRL,
    ALU_SRA,
    ALU_JUMP,
    ALU_NONE
  } ALUCode;
  typedef enum logic [1:0] {
    OP_TYPE_NONE = 2'd0,
    OP_TYPE_REG  = 2'd1,
    OP_TYPE_IMM  = 2'd2,
    OP_TYPE_PC   = 2'd3
  } ALUOpType;
  typedef enum logic [2:0] {
    MULDIV_MUL,
    MULDIV_MULH,
    MULDIV_MULHSU,
    MULDIV_MULHU,
    MULDIV_DIV,
    MULDIV_DIVU,
    MULDIV_REM,
    MULDIV_REMU
  } MulDivCode;
  typedef struct packed {
    ALUCode aluCode;
    ALUOpType aluOp1Type;
    ALUOpType aluOp2Type;
  } ALUCtrl;
  typedef struct packed {
    logic wEnable;
    RegAddr rdAddr;
    logic isForwardable;
    BasicData wData;
  } RDCtrl ;
  typedef enum logic [1:0]{
    BYPASS_NONE = 2'd0,
    BYPASS_EXEC = 2'd1,
    BYPASS_MEM = 2'd2
  } BypassCtrl;
endpackage
package ControllerTypes;
  typedef struct packed {
    logic stall;
    logic flush;
  } StageCtrl ;
endpackage
module HardwareCounter(
    input CLK_IP,
    input RSTN_IP,
    output [31:0] COUNTER_OP
);
    reg [31:0] cycles;
    always @(posedge CLK_IP or negedge RSTN_IP) begin
        if(!RSTN_IP)begin
            cycles <= 32'd0;
        end else begin
            cycles <= cycles + 1;
        end
    end
    assign COUNTER_OP = cycles;
endmodule
==> design/flow/run.sh <==
#!/bin/bash
# OpenROAD 26Q1-2900-gdf79404cd8, Yosys 0.63+post, stock flow scripts
make -C /OpenROAD-flow-scripts/flow DESIGN_CONFIG=/design/flow/config.mk WORK_HOME=/design/flow/orfs finish
==> design/flow/config.mk <==
export PLATFORM = sky130hd
export DESIGN_NAME = HardwareCounter
export DESIGN_NICKNAME = HardwareCounter
export VERILOG_FILES = /design/flow/design.v
export SDC_FILE = /design/flow/constraint.sdc
export NUM_CORES = 4
export LEC_CHECK = 1
export CORE_AREA = 10 10 97 97
export DIE_AREA = 0 0 107 107
==> design/flow/constraint.sdc <==
current_design HardwareCounter

set clk_period 5.5
set clk_io_pct 0.2

create_clock -name clk0 -period $clk_period [get_ports {CLK_IP}]

set non_clock_inputs [all_inputs -no_clocks]
set_input_delay [expr $clk_period * $clk_io_pct] -clock clk0 $non_clock_inputs
set_output_delay [expr $clk_period * $clk_io_pct] -clock clk0 [all_outputs]
==> Changelog: implementation <==
## Flow update

* Status: finished, final reports clean
* Post-CTS sizing at 0
* Initial core utilization at 20.3%
* Hold buffers post-CTS at 0
* Crit path capture type: output pin
* Logic family by area: simple AND/OR/NAND/NOR gates
* Mapped Avg Cell Area at 11.6 µm²
* Post-Synth AOI/OAI Area at 0%
* Final Skew at 0.00660 ns
* # diodes at 0
* Critical path buffers and inverters at 1
* Worst EP arrival at 1.24 ns
* Worst Hold Launch: cycles[31]
* Syn. warnings at 1
* Postcts setup bufs at 0
* Tool warning count at 25
* Clock buffer count from CTS at 5
* Unrepaired setup endpoints after global routing: false
* Top cell area share at 54.1%
* Max-cap viol count at 0
* Yosys adder share at 0.846%
* Post-synthesis sequential area ratio at 54.1%
* Die W at 107 µm
* RR Endpoint: cycles[26]
* Achievable Freq at 427 MHz
* Via/cell ratio at 3.97
* Hold Fails Final Rpt at 0
* Total GRT Usage at 5.97%
* YS chip area at 1480 µm²
* First-pass GRT wire length at 5.69 mm
* Largest net degree at the start of global routing at 33
* Worst-path cell chain: clkdlybuf4s50_1
* Clk buf depth at 2
* Fin crit share at 42.5%
* ANT nets after route at 0
* Vias at 1048
* I/O pin total at 34
* Worst Tran Pin Value at 0.568 ns
* Filler cells at 777
* Core area at 7290 µm²
* Layout cells sized above 1 at 11.5%
* Dpl cell area at 1920 µm²
* Worst R2R Start: cycles[0]
* Final WL at 3.26 mm
* Synthesized instance count at 127
* XOR-XNOR Cells, Area Fraction at 17.8%
* Setup violators final at 0
* Top reg by flops: cycles
* Flops after synth at 32
* Initial antenna violation count at 0
* Peak supply drop at 93.9 µV
* Top flop regs: cycles x32
* Simple-gate portion of the synthesized area at 24.3%
* Grt ovf at 0
* R2R cell count at 5
* Clock Sink Count at 32
* Yosys Instances at 127
* DRC violation total after the first TritonRoute iteration at 14
* DR DRC count at 0
* TritonRoute pass-1 iters at 4
* Mux area share at 0%
* Hold crit path type: register to register
* CTS tree: done
* Reg2reg setup slack at 3.62 ns
* Clock Pin Slew Worst Setup and Hold Paths at 0.07 ns
* TNS Setup at 0 ns
* Detail Placement HPWL at 2.31 mm
* CP max FO at 6
* Static leakage at 0.887 nW
* Die H at 107 µm
* Top cell family by delay on the critical path: buffers and inverters
* Vias in the first global route at 1131
* Fin area at 2010 µm²
* CP max stage delay at 0.51 ns
* Critical path type: register to output pin
* Max reg flops at 32
* Area Overhead vs Synth at 35.8%
* Row Count at 31
* GP Congestion at 0.764
* Latency at later pin at 0.28 ns
* Worst slack, placed at 3.45 ns
* Crit path launch type: register
* Distinct lib cells at 24
* Chip area at 11400 µm²
* Worst setup margin at 3.16 ns
* Max Slew Vio Count at 0
* Power Density at 213 nW/µm²
* CP max stage cell: clkdlybuf4s50_1
* Clk root buf: clkbuf_8
* Hold path depth at 1
* Synth area leader: dfrtp_1
* Clock period minus worst slack at 2.34 ns
* # port buffers at 33
* H-tree lvl count at 2
* Top cells, area: dfrtp_1 54%, xor2_1 12%, xnor2_1 5.9%
* Mapped Area at 1480 µm²
* Crit path DRT at 4.40 ns
* Max_slew headroom at 62.0%
* Hold endpoint: cycles[31]
* Wire per inst at 12.4 µm
-- cells in the mapped netlist --
| master | number |
|---|---|
| and3_1 | 2 |
| and4_1 | 4 |
| buf_1 | 1 |
| buf_2 | 2 |
| buf_6 | 1 |
| dfrtp_1 | 32 |
| ha_1 | 1 |
| inv_1 | 5 |
| nand2_1 | 9 |
| nand2b_1 | 1 |
| nand3_1 | 10 |
| nand3_2 | 2 |
| nand4_1 | 3 |
| nor2_1 | 6 |
| nor3_1 | 4 |
| nor3b_1 | 1 |
| nor4_1 | 4 |
| nor4_2 | 5 |
| nor4_4 | 1 |
| or2_2 | 1 |
| or3_1 | 1 |
| or3_4 | 1 |
| xnor2_1 | 10 |
| xor2_1 | 20 |
-- cell usage in the layout, fill, tap and decap left out --
master	instances
nor4_4	1
xnor2_1	10
and4_1	4
clkdlybuf4s50_1	33
nor2_1	6
or3_1	1
inv_1	5
xor2_1	20
nand3_2	2
dfrtp_1	32
nand2_1	9
nor4_1	4
nand2b_1	1
or2_2	1
nor3b_1	1
nor4_2	5
clkbuf_8	6
ha_1	1
nor3_1	4
or3_4	1
clkinv_2	2
nand3_1	10
buf_4	1
nand4_1	3
and3_1	2
-- logic make-up (layout without fill, tap and decap cells) --
logic type	count (synthesis)	after routing
and+or+nand+nor	55	55
DFF	32	32
xor gates and xnor gates	30	30
buffers and inverters	9	47
adders and majority gates	1	1
-- metrics by stage --
stage	hold WS, ns	total power [W]	std cells	util [%]
after floorplan	0.420	0.000240	127	-
after global routing	0.517	0.000450	264	27.5
after detailed placement	0.460	0.000246	256	26.3
after global placement	0.455	0.000246	256	26.3
final	0.468	0.000428	264	27.5
after CTS	0.474	0.000436	264	27.5
-- worst max path at each step --
stage	from	end	slack (ns)	cells after the start
after CTS	cycles[2]	COUNTER_OP[2]	3.14	1
after global routing	cycles[2]	COUNTER_OP[2]	3.07	1
final	cycles[11]	COUNTER_OP[11]	3.16	1
-- layout make-up --
class	count	area [µm²]	area share (%)
sequential	32	801	39.9
inverter	5	18.8	0.935
tap	99	124	6.17
multi-input combinational	86	634	31.6
clock inverter	2	10.0	0.498
clock buffer	6	82.6	4.11
timing repair buffer	34	338	16.8
-- power breakdown --
group | internal (W) | switching [W]
clock network | 0.0000998 | 0.0000875
logic | 0.00000108 | 0.00000453
registers | 0.000235 | 0
-- layer usage --
metal	wire [µm]	track usage, %
met1	1490	7.78
met4	14	0.774
met2	1380	8.82
met5	0	0
met3	379	3.21
Power is estimated from default activity; no workload was simulated.
